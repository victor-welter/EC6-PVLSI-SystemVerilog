==> /design/flow/design.v <==
module DisplayDecoder 
(
    input  logic [3:0] bcd_i,
    output logic [6:0] seg_o
);
    always_comb begin
        case (bcd_i)
            4'h0: seg_o = 7'b1111110;
            4'h1: seg_o = 7'b0110000;
            4'h2: seg_o = 7'b1101101;
            4'h3: seg_o = 7'b1111001;
            4'h4: seg_o = 7'b0110011;
            4'h5: seg_o = 7'b1011011;
            4'h6: seg_o = 7'b1011111;
            4'h7: seg_o = 7'b1110000;
            4'h8: seg_o = 7'b1111111;
            4'h9: seg_o = 7'b1111011;
            4'hA: seg_o = 7'b1110111;
            4'hB: seg_o = 7'b0011111;
            4'hC: seg_o = 7'b1001110;
            4'hD: seg_o = 7'b0111101;
            4'hE: seg_o = 7'b1001111;
            4'hF: seg_o = 7'b1000111;
        endcase
    end
endmodule
module DisplayMux
#(
    parameter SEG_CNT   = 4,
    parameter FPGA_FREQ = 50_000_000
)
(
    input  logic                        clk_i,
    input  logic                        rst_n_i,
    input  logic [(SEG_CNT - 1):0]      en_i,
    input  logic [(SEG_CNT - 1):0][7:0] seg_i,
    output logic [(SEG_CNT - 1):0]      dig_o,
    output logic                  [7:0] seg_o
);
    localparam DESIRED_FREQ = 1_000 * SEG_CNT;
    localparam DIVIDER_FREQ = FPGA_FREQ / DESIRED_FREQ;
    logic [($clog2(DIVIDER_FREQ) - 1):0] timer;
    always_ff @(posedge clk_i or negedge rst_n_i) begin
        if (!rst_n_i) begin
            timer <= '0;
        end 
        else begin
            if (timer == DIVIDER_FREQ)
                timer <= '0;
            else
                timer <= timer + 1'b1;
        end
    end
    logic [($clog2(SEG_CNT) - 1):0] active;
    always_ff @(posedge clk_i or negedge rst_n_i) begin
        if (!rst_n_i) begin
            active <= '0;
        end
        else begin
            if (timer == '0) begin
                if (active == (SEG_CNT - 1))
                    active <= '0;
                else
                    active <= active + 1'b1;
            end
        end
    end
    assign seg_o = seg_i[active];
    logic [(SEG_CNT - 1):0] dig;
    always_comb begin
        dig         = '0;
        dig[active] = 1'b1;
    end
    assign dig_o = (dig & en_i);
endmodule
module exe_10 
(
    input  logic clk_i,
    input  logic rst_n_i,
    output logic [3:0] disp_en_n_o,
    output logic [7:0] segment_n_o
);
    logic [3:0] digit;
    assign disp_en_n_o = ~digit;
    logic [7:0] segment;
    assign segment_n_o = ~segment;
    logic [3:0][7:0] bcds;
    logic [3:0] enable;
    DisplayMux
    mux (
        .clk_i   (clk_i  ),
        .rst_n_i (rst_n_i),
        .en_i    (enable ),
        .seg_i   (bcds   ),
        .dig_o   (digit  ),
        .seg_o   (segment)
    );
    parameter FPGA_FREQ = 50_000_000;
    parameter DECI_DIV  = FPGA_FREQ / 10;
    logic [($clog2(DECI_DIV) - 1):0] timer;
    always_ff @(posedge clk_i or negedge rst_n_i) begin
        if (!rst_n_i) begin
            timer <= 1'b1;
        end
        else begin
            timer <= timer + 1'b1;
            if (timer == DECI_DIV)
                timer <= '0;
        end
    end
    logic [3:0] deci;
    logic [3:0] seconds;
    logic [3:0] tens;
    logic [3:0] hundreds;
    always_ff @(posedge clk_i or negedge rst_n_i) begin
        if (!rst_n_i) begin
            deci     <= '0;
            seconds  <= '0;
            tens     <= '0;
            hundreds <= '0;
        end
        else begin
            if (timer == '0) begin
                deci <= deci + 1'b1;
                if (deci == 4'h9) begin
                    deci <= '0;
                    seconds <= seconds + 1'b1;
                    if (seconds == 4'h9) begin
                        seconds <= '0;
                        tens <= tens + 1'b1;
                        if (tens == 4'h9) begin
                            tens <= '0;
                            hundreds <= hundreds + 1'b1;
                            if (hundreds == 4'h9) begin
                                hundreds <= '0;
                            end
                        end
                    end
                end
            end
        end
    end
    DisplayDecoder
    dec_deci (
        .bcd_i(deci),
        .seg_o(bcds[0][7:1])
    );
    assign bcds[0][0] = 1'b0;
    DisplayDecoder
    dec_seconds (
        .bcd_i(seconds),
        .seg_o(bcds[1][7:1])
    );
    assign bcds[1][0] = 1'b1;
    DisplayDecoder
    dec_tens (
        .bcd_i(tens),
        .seg_o(bcds[2][7:1])
    );
    assign bcds[2][0] = 1'b0;
    DisplayDecoder
    dec_hundreds (
        .bcd_i(hundreds),
        .seg_o(bcds[3][7:1])
    );
    assign bcds[3][0] = 1'b0;
    assign enable[3] = (hundreds != '0);
    assign enable[2] = (tens != '0) || enable[3];
    assign enable[1] = 1'b1;
    assign enable[0] = 1'b1;
endmodule
==> /design/flow/run.sh <==
#!/bin/bash
# OpenROAD 26Q1-2900-gdf79404cd8, Yosys 0.63+post, stock flow scripts
make -C /OpenROAD-flow-scripts/flow DESIGN_CONFIG=/design/flow/config.mk WORK_HOME=/design/flow/orfs finish
==> /design/flow/config.mk <==
export PLATFORM = sky130hd
export DESIGN_NAME = exe_10
export DESIGN_NICKNAME = exe_10
export VERILOG_FILES = /design/flow/design.v
export SDC_FILE = /design/flow/constraint.sdc
export NUM_CORES = 4
export LEC_CHECK = 1
export CORE_UTILIZATION = 50
==> /design/flow/constraint.sdc <==
current_design exe_10

set clk_period 5.8
set clk_io_pct 0.2

create_clock -name clk0 -period $clk_period [get_ports {clk_i}]

set non_clock_inputs [all_inputs -no_clocks]
set_input_delay [expr $clk_period * $clk_io_pct] -clock clk0 $non_clock_inputs
set_output_delay [expr $clk_period * $clk_io_pct] -clock clk0 [all_outputs]
==> flow_results.xml <==
<?xml version="1.0" encoding="UTF-8"?>
<metrics>
  <group name="status">
    <metric name="status" unit="">completed</metric>
  </group>
  <group name="sta">
    <metric name="setup_total_negative_slack" unit="ns">0</metric>
    <metric name="period_minus_ws_final" unit="ns">3.83</metric>
    <metric name="report.final.slew_viol_count" unit="">0</metric>
    <metric name="hold_viol_final" unit="">0</metric>
    <metric name="grt_setup_unrepaired" unit="">no</metric>
    <metric name="timing.fmax" unit="GHz">0.261</metric>
    <metric name="fin_ws" unit="ns">1.97</metric>
    <metric name="timing.max_slew.rel_slack" unit="">0.486</metric>
    <metric name="finalSetupViolCount" unit="">0</metric>
    <metric name="tightest_slew" unit="ns">0.763</metric>
    <metric name="period_used_share" unit="">0.660</metric>
    <metric name="final.setup_skew" unit="ns">0.00615</metric>
  </group>
  <group name="synth">
    <metric name="syn-cell-area" unit="um2">3950</metric>
    <metric name="yosys.stat.seqShare" unit="">0.348</metric>
    <metric name="yosys.cell_types.count" unit="">56</metric>
    <metric name="async_flop_share" unit="">1.00</metric>
    <metric name="synthCells" unit="">411</metric>
    <metric name="edf_count" unit="">0</metric>
    <metric name="synth-area-yosys" unit="um2">3950</metric>
    <metric name="synth_warnings" unit="">3</metric>
    <metric name="dominantRegCellSynth" unit="">sky130_fd_sc_hd__dfrtp_1</metric>
    <metric name="synth.avg_cell_area" unit="um2">9.62</metric>
    <metric name="synth_stat.cells" unit="">411</metric>
    <metric name="ys_ff" unit="">55</metric>
  </group>
  <group name="routing">
    <metric name="drt-total-wl" unit="um">7950</metric>
    <metric name="routed_wire_length_per_instance" unit="um">15.4</metric>
    <metric name="avgViaCountPerCell" unit="">5.77</metric>
    <metric name="drc_errors" unit="">0</metric>
    <metric name="antenna_cells_inserted" unit="">0</metric>
    <metric name="detailroute.via_count" unit="">2977</metric>
    <metric name="drt_pre_antenna_iters" unit="">4</metric>
    <metric name="final_antenna_net_count" unit="">0</metric>
    <metric name="initialDrtViolationCount" unit="">190</metric>
  </group>
  <group name="floorplan">
    <metric name="core_area" unit="um2">7690</metric>
    <metric name="die_area" unit="um2">8270</metric>
    <metric name="floorplan.initialDensity" unit="">0.514</metric>
    <metric name="ioPinCount" unit="">14</metric>
    <metric name="floorplan.rows" unit="">32</metric>
    <metric name="dieHeight" unit="um">90.9</metric>
    <metric name="chipWidth" unit="um">90.9</metric>
  </group>
  <group name="cts">
    <metric name="cts.reportedPaths.clkPinSlew" unit="ns">0.10</metric>
    <metric name="clockBufferDepth" unit="">2</metric>
    <metric name="clkLatencyLatePin" unit="ns">0.31</metric>
    <metric name="htree_levels" unit="">2</metric>
    <metric name="holdBufCountCts" unit="">0</metric>
    <metric name="clock_tree.root_cell" unit="">sky130_fd_sc_hd__clkbuf_8</metric>
    <metric name="tritoncts" unit="">done</metric>
    <metric name="cts_post_setup_buffers_inserted" unit="">0</metric>
    <metric name="number_of_sinks_on_the_clock_net" unit="">55</metric>
    <metric name="cts-buffers-inserted" unit="">5</metric>
    <metric name="cts.repair.resized" unit="">0</metric>
  </group>
  <group name="layout">
    <metric name="finish.utilization" unit="">0.554</metric>
    <metric name="synth_to_final_area_change" unit="%">7.69</metric>
    <metric name="final-seq-area" unit="um2">1380</metric>
    <metric name="layout.cells.non_filler" unit="">516</metric>
    <metric name="most_numerous_logic_cell_after_layout" unit="">sky130_fd_sc_hd__dfrtp_1</metric>
    <metric name="drive_gt1_frac" unit="">0.101</metric>
    <metric name="layout_top_cells_excl_fill_tap" unit="">54 x sky130_fd_sc_hd__dfrtp_1, 31 x sky130_fd_sc_hd__nor2_1, 29 x sky130_fd_sc_hd__inv_1, 29 x sky130_fd_sc_hd__ha_1, 23 x sky130_fd_sc_hd__nand2_1</metric>
    <metric name="filler_cell_count" unit="">674</metric>
    <metric name="total_area_of_multi_input_combinational_cells" unit="um2">2380</metric>
  </group>
  <group name="global_routing">
    <metric name="grt_max_degree" unit="">56</metric>
    <metric name="grt-ovfl-total" unit="">0</metric>
    <metric name="gr-usage-all-layers" unit="">0.212</metric>
    <metric name="grt_antenna_before_repair" unit="">0</metric>
    <metric name="number_of_global_route_vias_before_repair" unit="">2792</metric>
    <metric name="grt_pass1_wl" unit="um">13800</metric>
  </group>
  <group name="flow_run">
    <metric name="drv_cap" unit="">0</metric>
    <metric name="openroad_warning_count" unit="">47</metric>
  </group>
  <group name="critical_path">
    <metric name="critPathKind" unit="">flop to output pin</metric>
    <metric name="critical_path.reg2reg.startpoint" unit="">timer[13]</metric>
    <metric name="cp_data_arrival_time" unit="ns">2.67</metric>
    <metric name="worst-path-max-fanout" unit="">8</metric>
    <metric name="setup.worst_path.start" unit="">tens[1]</metric>
    <metric name="critPathLaunchType" unit="">flop</metric>
    <metric name="timing.critical_path.to_type" unit="">output pin</metric>
    <metric name="critPathRequiredTime" unit="ns">4.64</metric>
    <metric name="reg2reg_slack" unit="ns">3.19</metric>
  </group>
  <group name="power_and_ir_drop">
    <metric name="static-leakage-power" unit="nW">1.78</metric>
    <metric name="power.ir.vdd_worst" unit="uV">110</metric>
    <metric name="power_density" unit="nW/um2">154</metric>
    <metric name="power" unit="mW">0.654</metric>
  </group>
  <group name="placement">
    <metric name="dp_worst_setup_slack" unit="ns">2.34</metric>
    <metric name="routabilityCongestion" unit="">0.888</metric>
    <metric name="placement.io_buffers" unit="">13</metric>
    <metric name="place_hpwl" unit="um">5690</metric>
    <metric name="placed_cells_incl_taps" unit="">508</metric>
  </group>
  <group name="min_path">
    <metric name="startpoint_of_the_worst_hold_path" unit="">mux.timer[8]</metric>
    <metric name="min-delay-path-class" unit="">flop to flop</metric>
  </group>
</metrics>
cell usage after synthesis (all sizes together) (9+ instances only):
master | count | share of area
a21oi | 10 | 0.013
clkbuf | 16 | 0.016
dfrtp | 54 | 0.34
ha | 29 | 0.092
inv | 29 | 0.028
mux2 | 15 | 0.043
mux2i | 13 | 0.033
nand2 | 23 | 0.022
nand3 | 15 | 0.019
nand4 | 12 | 0.023
nor2 | 31 | 0.029
nor3 | 12 | 0.015
nor4 | 12 | 0.028
o21ai | 14 | 0.019
o31ai | 11 | 0.021
xnor2 | 17 | 0.038
xor2 | 9 | 0.020
power breakdown:
part	total (mW)	switching (mW)	internal, mW
logic	0.00801	0.00734	0.000672
registers	0.383	0	0.383
clock network	0.263	0.123	0.140
worst paths after layout:
| kind | end | depth (start not counted) |
|---|---|---|
| min | mux.timer[8] | 1 |
| max in group asynchronous | deci[3] | 2 |
| max | segment_n_o[3] | 7 |
| min reg2reg | mux.timer[8] | 1 |
| min in group asynchronous | tens[2] | 2 |
| max reg2reg | seconds[0] | 4 |
cell families after synthesis:
| logic type | Yosys count | share of synthesized area |
|---|---|---|
| and+or+nand+nor | 149 | 0.219 |
| buffers and inverters | 50 | 0.0490 |
| AOI/OAI and AO/OA | 67 | 0.119 |
| muxes | 35 | 0.116 |
| adders and majority gates | 29 | 0.0918 |
| xor gates and xnor gates | 26 | 0.0576 |
| DFF | 55 | 0.348 |
worst max-delay path: stages (launching register included):
cell,delay [ns]
sky130_fd_sc_hd__dfrtp_1,0.45
sky130_fd_sc_hd__inv_1,0.17
sky130_fd_sc_hd__ha_1,0.34
sky130_fd_sc_hd__nand3b_1,0.33
sky130_fd_sc_hd__o311ai_0,0.29
sky130_fd_sc_hd__o31ai_1,0.13
sky130_fd_sc_hd__o21ai_0,0.17
sky130_fd_sc_hd__clkdlybuf4s50_1,0.48
registers in the layout (all words and copies together), names as in the netlist:
signal	cells
mux.timer	14
hundreds	4
tens	4
timer	23
seconds	4
deci	4
mux.active	2
per-layer routing:
metal,vias to the layer above,wire [um],track usage
met5,-,0,0
met4,0,112,0.0278
met3,12,219,0.0240
met2,41,3600,0.318
met1,1429,4020,0.356
li1,1495,-,-
area by class of cell:
cell class / count / share of cell area
clock buffer: 6 / 0.0194
sequential: 55 / 0.324
tap: 102 / 0.0300
inverter: 30 / 0.0264
multi-input combinational: 306 / 0.560
timing repair buffer: 15 / 0.0329
clock inverter: 2 / 0.00823
metrics by stage:
stage | hold WS [ns] | area (um2)
2_1_floorplan | 0.453 | 3950
3_3_place_gp | 0.481 | 4140
3_5_place_dp | 0.481 | 4140
4_1_cts | 0.500 | 4260
5_1_grt | 0.533 | 4260
6_report | 0.500 | 4260
Power and IR drop assume default switching activity.
